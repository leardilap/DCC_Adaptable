`flow/design.v`:
```
module heart_beat(
	clk,
	led
);
parameter DUR_BITS = 26;
input  clk;
output led;
reg [(DUR_BITS-1):0] cnt;
always @ (posedge clk)
begin
	cnt <= cnt + 1;
end
assign led = cnt[DUR_BITS-1];
endmodule
```
`flow/run.sh`:
```
#!/bin/bash
# OpenROAD 26Q1-2900-gdf79404cd8, Yosys 0.63+post, stock flow scripts
make -C /OpenROAD-flow-scripts/flow DESIGN_CONFIG=/design/flow/config.mk WORK_HOME=/design/flow/orfs finish
```
`flow/config.mk`:
```
export PLATFORM = sky130hd
export DESIGN_NAME = heart_beat
export DESIGN_NICKNAME = heart_beat
export VERILOG_FILES = /design/flow/design.v
export SDC_FILE = /design/flow/constraint.sdc
export NUM_CORES = 4
export LEC_CHECK = 1
export CORE_AREA = 10 10 83 83
export DIE_AREA = 0 0 93 93
```
`flow/constraint.sdc`:
```
current_design heart_beat

set clk_period 4.6
set clk_io_pct 0.2

create_clock -name clk0 -period $clk_period [get_ports {clk}]

set non_clock_inputs [all_inputs -no_clocks]
set_input_delay [expr $clk_period * $clk_io_pct] -clock clk0 $non_clock_inputs
set_output_delay [expr $clk_period * $clk_io_pct] -clock clk0 [all_outputs]
```
==> GITHUB_STEP_SUMMARY <==
## Synthesis and layout report

| Metric | Value |
|---|---|
| Status | completed |
| Mapped Area | 1010 sq um |
| Routed WL | 1360 um |
| Hold path start | cnt[0] |
| Yosys Instances | 96 |
| Detailed Routing Iterations Pass 1 | 2 |
| HPWL after detailed placement | 968 um |
| Least-Margin Pin Slew | 0.407 ns |
| Max FO, Critical Path | 2 |
| Vias in the first global route | 608 |
| Max_slew headroom | 72.7% |
| Yosys cell types | 19 |
| Placed Cells | 166 |
| Area growth syn-to-layout | 16.2% |
| Max FFs per register | 26 |
| Total negative slack | 0 ns |
| Total track usage | 3.50% |
| Crit path depth | 1 |
| Max H-tree Level | 1 |
| CTS tree | built |
| Die y size | 93 um |
| Number of remaining DRC errors | 0 |
| Sw Ratio | 16.3% |
| Clock Pin Slew Worst Setup and Hold Paths | 0.09 ns |
| GR met1 Demand/Resource | 4.37% |
| Hold worst-path end | cnt[0] |
| Most Used Layer, Global Route | met2 |
| Pleak | 0.000409 uW |
| R2R Setup Slk | 2.97 ns |
| Core ar. | 5140 sq um |
| Synth warn | 1 |
| Synth Register Bits | 26 |
| Hold buffer count at CTS | 0 |
| Synthesis area per yosys | 1010 sq um |
| Final ANT Viol Nets | 0 |
| Buf/Inv on CP | 1 |
| Clk latency of the worst-skew pair | 0.26 ns |
| Tool warnings | 25 |
| GRT overflow | 0 |
| FP Core Util | 19.7% |
| IR drop worst, VDD | 0.294 mV |
| Grt met3 use | 1.29% |
| DR vias | 631 |
| Antenna cells | 0 |
| Row Count | 26 |
| Power share of the sequential group | 55.2% |
| Chip area | 8650 sq um |
| Fmax | 0.501 GHz |
| Worst hold path class | reg2reg |
| First-pass GRT wire length | 2580 um |
| Post-cts resize count | 0 |
| Critical path type | reg2out |
| CTS Sinks | 26 |
| Final Wtd Congestion | 0.727 |
| Most frequent logic cell in the layout | dfxtp_1 |
| Int Pwr | 341 uW |
| Number of enable flip-flop cells | 0 |
| Max incr delay on CP | 0.47 ns |
| I/O pin count | 2 |
| Synth Seq Share | 51.4% |
| Hold Vio Cnt, Final | 0 |
| Syn Inst Count | 96 |
| Final std cells w/o fill | 170 |
| Combinational share of power | 0% |
| Pwr Density | 346 nW/um^2 |
| Met2 Use GR | 5.90% |
| CP top delay family | buffers and inverters |
| Share of layout cells above drive strength 1 | 9.00% |
| Initial drt markers | 13 |
| Clk buf depth | 2 |
| Fraction of registers with async set or reset after synthesis | 0% |
| Die Wd | 93 um |
| Net Sw Power | 66.4 uW |
| Slowest cell on crit path | clkdlybuf4s50_1 |
| Crit path launch type | flop |
| Syn avg cell area | 10.6 sq um |
| Top Layout Cells | dfxtp_1 (26), xnor2_1 (17), nand2_1 (8) |
| Largest net degree at the start of global routing | 16 |
| Initial antenna violation count | 0 |
| Final Max Tran Viols | 0 |
| Setup violators final | 0 |
| DR vias/cell | 3.71 |
| CTS Root Cell | clkbuf_8 |
| RSZ-0062 raised after global routing | no |
| Largest Register | cnt |
| Clock skew | 0.00396 ns |
| Hold path cells | 1 |
| Post-CTS Setup Inserts | 0 |
| Critical Path RT | 3.68 ns |
| Fin crit period | 2.00 ns |
| Clock Power Share | 44.8% |
| IO buf count | 1 |
| Main flop type | dfxtp_1 |
| Reg-to-reg endpoint | cnt[10] |
| DR WL/cell | 7.98 um |
| Critical Path, Cell by Cell | clkdlybuf4s50_1 |
| R2R Path Start | cnt[0] |
| Worst r2r path cells | 5 |
| Post-route clock period utilization | 43.4% |
| Max-cap violations | 0 |
| Leading registers by flop count | cnt (26) |
| CTS buffer count | 3 |
| Nature of the critical path endpoint | output port |
| Arr. time, crit path | 1.08 ns |
synthesized netlist by cell type, types with 2 or more instances:
library cell | count | area share, %
dfxtp_1 | 26 | 51
or2_2 | 2 | 1.2
and3_1 | 3 | 1.9
xnor2_1 | 17 | 15
nand2_1 | 8 | 3.0
nor3_1 | 3 | 1.5
nor2_1 | 5 | 1.9
inv_1 | 3 | 1.1
xor2_1 | 7 | 6.0
nand4_1 | 7 | 4.3
nand3_1 | 7 | 3.5
cell type report:
class / instances / area [sq um]
inverters: 3 / 11.3
repair buffers: 1 / 10.0
flip-flops and latches: 26 / 520
clock buffers: 3 / 41.3
clock inverters: 1 / 30.0
multi-input cells: 66 / 477
well taps: 70 / 87.6
fillers: 580 / 3960
metal layers:
metal,up-vias,part of all wire [%],wire length [um]
met5,-,0,0
met2,5,46,626
li1,332,-,-
met3,0,3.7,50
met1,294,50,678
met4,0,0,0
worst max-delay path by stage:
stage / start / endpoint / slack, ns
6_report: cnt[25] / led / 2.60
5_1_grt: cnt[25] / led / 2.55
4_1_cts: cnt[25] / led / 2.58
power groups by stage:
stage	registers [uW]	logic, uW	clock network [uW]
final	225	0.000164	183
after global routing	225	0.000164	203
after CTS	225	0.000164	188
cell families (layout without fill, tap and decap cells):
kind of cell,count (synthesis),in the layout,synth area share (%)
simple gates,41,41,25.1
flops,26,26,51.4
xor+xnor,24,24,20.7
buf+inv,4,8,1.60
fa+ha+maj,1,1,1.23
per-stage QoR:
step	util [%]	hold WS (ns)	setup slack, ns	instance area (sq um)	total power (uW)
6_report	22.9	0.404	2.60	1180	407
5_1_grt	22.9	0.425	2.55	1180	428
4_1_cts	22.9	0.407	2.58	1180	413
3_5_place_dp	21.5	0.384	2.88	1110	230
3_3_place_gp	21.5	0.382	2.89	1110	230
2_1_floorplan	-	0.370	3.12	1010	230
Power figures rest on the tool's default switching activity, not on a simulated workload.
